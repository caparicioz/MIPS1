==> flow/design.v <==
module Control (clk, reset, Op, Funct, IorD, ALUControl, ALUSrcB, MemWrite, IRWrite, PCWrite, Branch, PCSrc,ALUSrcA,RegWrite, RegDst, MemtoReg);
input [5:0] Op, Funct;
input clk, reset;
output reg [2:0] ALUControl;
output reg [1:0] ALUSrcB;
output reg IorD,MemWrite, IRWrite, PCWrite, Branch, PCSrc,ALUSrcA,RegWrite, RegDst, MemtoReg;
localparam IDLE = 0;
localparam FETCH = 1;
localparam DECODE = 2;
localparam EXECUTE = 3;
localparam MEMORY = 4;
localparam WRITE_BACK = 5;
localparam ADD = 'h20;
localparam SLL = 'h00;
localparam SUB = 'h22;
localparam LUI = 'hf;
localparam ORI = 'hd;
localparam ADDI = 'h8;
reg [2:0] State;
reg reg_ALUSrcA,reg_IorD,reg_RegWrite,reg_RegDst,reg_MemtoReg,reg_MemWrite;
reg [1:0] reg_ALUSrcB; 
reg [2:0] reg_ALUControl;
reg [127:0] STATE_DEBUG;
always@(posedge clk or negedge reset) begin
	if (reset==0)
		State <= IDLE;
	else begin
		case (State)
		IDLE: State <= FETCH;
		FETCH: State <= DECODE;
		DECODE: State <= EXECUTE;
		EXECUTE: State <= MEMORY;
		MEMORY: State <= WRITE_BACK;
		WRITE_BACK: State <= FETCH;
		endcase
	end
end
always@(State,reg_ALUControl,reg_ALUSrcB,reg_ALUSrcA,reg_IorD,reg_RegWrite,reg_RegDst,reg_MemtoReg,reg_MemWrite)begin
	case (State)
		IDLE: 		{IorD, MemWrite, IRWrite, PCWrite, Branch, PCSrc, ALUControl, ALUSrcB, ALUSrcA, RegWrite, RegDst, MemtoReg,STATE_DEBUG} = {15'b0,({128{1'b0}}|"IDLE")};
		FETCH: 		{IorD, MemWrite, IRWrite, PCWrite, Branch, PCSrc, ALUControl, ALUSrcB, ALUSrcA, RegWrite, RegDst, MemtoReg,STATE_DEBUG} = {15'b0_0_1_1_0_0_000_01_0_0_0_0,({128{1'b0}}|"FETCH")};
		DECODE:		{IorD, MemWrite, IRWrite, PCWrite, Branch, PCSrc, ALUControl, ALUSrcB, ALUSrcA, RegWrite, RegDst, MemtoReg,STATE_DEBUG} = {15'b0,({128{1'b0}}|"DECODE")};
		EXECUTE: 	{IorD, MemWrite, IRWrite, PCWrite, Branch, PCSrc, ALUControl, ALUSrcB, ALUSrcA, RegWrite, RegDst, MemtoReg,STATE_DEBUG} = {6'b0_0_0_0_0_0,reg_ALUControl,reg_ALUSrcB,reg_ALUSrcA,3'b0,({128{1'b0}}|"EXECUTE")};
		MEMORY: 		{IorD, MemWrite, IRWrite, PCWrite, Branch, PCSrc, ALUControl, ALUSrcB, ALUSrcA, RegWrite, RegDst, MemtoReg,STATE_DEBUG} = {reg_IorD,8'b0,3'b1_10,reg_RegWrite,reg_RegDst,reg_MemtoReg,({128{1'b0}}|"MEMORY")};
		WRITE_BACK:	{IorD, MemWrite, IRWrite, PCWrite, Branch, PCSrc, ALUControl, ALUSrcB, ALUSrcA, RegWrite, RegDst, MemtoReg,STATE_DEBUG} = {reg_IorD, reg_MemWrite,13'b0,({128{1'b0}}|"WRITE_BACK")};	
		default:		{IorD, MemWrite, IRWrite, PCWrite, Branch, PCSrc, ALUControl, ALUSrcB, ALUSrcA, RegWrite, RegDst, MemtoReg,STATE_DEBUG} = {15'b0,({128{1'b0}}|"DEFAULT")};
	endcase
end
always @(Op, Funct) begin
	if (Op == 0) begin  
		{reg_ALUSrcB, reg_ALUSrcA,reg_IorD,reg_RegWrite,reg_RegDst,reg_MemtoReg,reg_MemWrite} <= 8'b00_1_0_1_1_0_0;
		case(Funct)
			ADD: 		reg_ALUControl <= 3'b000;
			SLL: 		reg_ALUControl <= 3'b001;
			SUB: 		reg_ALUControl <= 3'b100;
			default: reg_ALUControl <= 3'b000;
		endcase
	end else begin
		{reg_ALUSrcB,reg_ALUSrcA,reg_IorD,reg_RegWrite,reg_RegDst,reg_MemtoReg,reg_MemWrite} <= 'b10_1_0_1_0_0_0;
		case (Op)
			LUI: 		reg_ALUControl <= 3'b101;
			ORI: 		reg_ALUControl <= 3'b010;
			ADDI:    reg_ALUControl <= 3'b000;
			default: reg_ALUControl <= 3'b101;
		endcase
	end
end
endmodule
==> flow/run.sh <==
#!/bin/bash
# OpenROAD 26Q1-2900-gdf79404cd8, Yosys 0.63+post, stock flow scripts
make -C /OpenROAD-flow-scripts/flow DESIGN_CONFIG=/design/flow/config.mk WORK_HOME=/design/flow/orfs finish
==> flow/config.mk <==
export PLATFORM = sky130hd
export DESIGN_NAME = Control
export DESIGN_NICKNAME = Control
export VERILOG_FILES = /design/flow/design.v
export SDC_FILE = /design/flow/constraint.sdc
export NUM_CORES = 4
export LEC_CHECK = 1
export CORE_AREA = 10 10 70 70
export DIE_AREA = 0 0 80 80
==> flow/constraint.sdc <==
current_design Control

set clk_period 2.5
set clk_io_pct 0.2

create_clock -name clk0 -period $clk_period [get_ports {clk}]

set non_clock_inputs [all_inputs -no_clocks]
set_input_delay [expr $clk_period * $clk_io_pct] -clock clk0 $non_clock_inputs
set_output_delay [expr $clk_period * $clk_io_pct] -clock clk0 [all_outputs]
==> out/results.ini <==
[run_status]
status = complete, no violations

[worst_setup_path]
r2r-start = State[0]
critPathKind = input port to primary output
required_ps = 2000
cp_max_fo = 3
r2r_cells = 1
critPathArrivalTime_ps = 1970
rr_endpoint = State[3]
rrSetupSlack_ps = 1770
cp-end-kind = primary output
start_kind = input port

[clocking]
clk_pin_slew_worst_paths_ps = 60
cts_tree = done
clock_sinks = 6
htreeDepth = 1
clk_latency_ps = 250
cts_buffers = 3
ctsHoldBuffers = 0
cts_root_buf = clkbuf_4
clk_path_buf_depth = 2

[layout]
top_register = State
largestRegisters = State x6
final_area_sq_um = 613.1
syn_to_final_growth_pct = 88.46
drive_above_1_share_pct = 16.95
largest_reg_flops = 6

[sta]
setup_viol = 0
finalHoldViolations = 0
grt_setup_unrepaired = no
fin_ws_ps = 32.67
drv_slew = 0
max_freq_mhz = 405.3
finalWorstPathRequiredPeriod_ps = 2467
setup_tns_ps = 0
whs_ps = 351.8
period_used_pct = 98.69
fin_skew_ps = 13.35

[synthesis]
syn_area_sq_um = 325.3
ys_cells = 35
syn_inst = 35
ys_warn_count = 1
ys_seq_share_pct = 46.54
ys_area_sq_um = 325.3
synth_flops = 6
synth.distinct_cells = 16
avgSynthCellArea_sq_um = 9.295

[power_and_ir_drop]
power_density_nw_per_um2 = 379.5
switching_share_pct = 21.88
switchingPower_w = 0.00005091
clockPowerShare_pct = 43.4
seqPwrFrac_pct = 42.6
power_frac_comb_pct = 14.1
p_int_w = 0.0001818
p_leak_nw = 0.2276
totalPowerFinal_w = 0.0002327
irDropWorstVdd_v = 0.0001942

[route]
drt_first_pass_iters = 3
wl_mm = 1.064
num_vias = 316
vias_per_cell = 3.010
drt_iter0_drc = 9
drtAntennaViolNets = 0
wl_per_cell_microns = 10.13
remaining_drc_errors = 0
antenna_cells = 0

[global_routing]
gr-total-overflow = 0
grt_pass1_wl_mm = 1.573
grt_antenna_before_repair = 0
grt_usage_pct = 3.116
grt_pass1_vias = 319
grt_max_degree = 7

[floorplanning]
ios = 29
fp.dieW_microns = 80
core-area_sq_um = 3416
rows = 21
initCoreUtil_pct = 9.524
chip_area_sq_um = 6400
die_y_microns = 80

[run]
maxCapViolations = 0
tool_warnings = 25

[placement]
pre_cts_slack_ps = -91.12
dp_hpwl_microns = 891
gp_congestion = 0.7936
port-buffer-count = 23
dpl_cell_area_sq_um = 583.1

[hold_path]
hold_class = flip-flop to flip-flop
hold_path_depth = 0
min_from = State[2]
hold_end = State[5]

cell type report:
class / instances / area, sq um
clock buffers: 4 / 26.28
fillers: 392 / 2803
inverters: 1 / 3.754
multi-input cells: 24 / 137.6
flip-flops and latches: 6 / 151.4
well taps: 46 / 57.56
repair buffers: 24 / 236.5
cell families after synthesis:
family	after synthesis	share of synthesized area, %
and+or+nand+nor	14	27.69
buffers and inverters	10	18.46
DFF	6	46.54
AOI/OAI and AO/OA	4	6.151
other	1	1.153
layer usage:
layer / vias to the layer above / part of all wire [%] / wire, microns / global-route usage, %
met5: - / 0 / 0 / 0
met4: 0 / 0 / 0 / 0.3521
met3: 0 / 18 / 191 / 2.500
met2: 26 / 31 / 331 / 3.612
met1: 139 / 51 / 540 / 4.374
li1: 151 / - / - / -
worst max path at each step:
| stage | from | to | slack (ps) | cells after the start |
|---|---|---|---|---|
| after CTS | Op[4] | ALUControl[1] | 30 | 4 |
| after global routing | Op[4] | ALUControl[1] | 10 | 4 |
| final | Op[4] | ALUControl[1] | 30 | 4 |
timing repair:
| action | CTS | global route |
|---|---|---|
| gates resized | 7 | 0 |
| setup endpoints to repair | 5 | 0 |
| endpoints found under the hold margin | 0 | 0 |
| buffers inserted | 0 | 0 |
critical path: stages:
cell,delay (ps)
clkdlybuf4s50_1,400
or3_4,420
nor3_2,160
clkdlybuf4s50_1,480
synthesized netlist by cell type:
| master | number | share of area [%] |
|---|---|---|
| buf_4 | 6 | 14 |
| clkbuf_1 | 3 | 3.5 |
| dfstp_2 | 1 | 8.1 |
| nor3_4 | 1 | 5.0 |
| o21ai_0 | 1 | 1.5 |
| nand4_1 | 1 | 1.9 |
| nor2_1 | 4 | 4.6 |
| a21oi_1 | 3 | 4.6 |
| nor3_1 | 2 | 3.1 |
| or2_2 | 2 | 3.8 |
| and3b_1 | 1 | 2.7 |
| conb_1 | 1 | 1.2 |
| or3_4 | 1 | 3.5 |
| nand3_1 | 2 | 3.1 |
| dfrtp_1 | 5 | 38 |
| inv_1 | 1 | 1.2 |
power groups by stage:
stage                 registers (W)  clock network, W  logic (W)
final                     0.0000991          0.000101  0.0000327
after global routing      0.0000990          0.000111  0.0000359
after CTS                 0.0000991          0.000104  0.0000333
cell usage in the layout, fill, tap and decap left out:
cell	n
a21oi_1	3
and3b_1	1
nand4_1	1
inv_1	1
conb_1	6
dfstp_2	1
dfrtp_1	5
dlygate4sd2_1	4
o21ai_1	1
or3_4	1
nor3_1	1
nand3_1	2
nor2_1	4
or2_2	2
clkdlybuf4s50_1	19
clkbuf_1	1
buf_6	1
nor3_4	1
nor3_2	1
clkbuf_4	3
per-stage QoR:
stage | instances | util [%]
2_1_floorplan | 40 | -
3_3_place_gp | 101 | 17.07
3_5_place_dp | 101 | 17.07
4_1_cts | 105 | 17.95
5_1_grt | 105 | 17.95
6_report | 105 | 17.95
Power is estimated from default activity; no workload was simulated.
