==> flow/design.v <==
 module Register
#(
	parameter WORD_LENGTH = 32
)
(
	input clk,
	input reset,
	input enable,
	input [WORD_LENGTH-1 : 0] Data_Input,
	output [WORD_LENGTH-1 : 0] Data_Output
);
reg  [WORD_LENGTH-1 : 0] Data_reg;
always@(posedge clk) begin
	if(~reset) Data_reg <= 0;
	else begin
			if (enable)	Data_reg <= Data_Input;
			else Data_reg <= Data_reg;
		end
end
assign Data_Output = Data_reg;
endmodule
module RegisterFile 
#(
	parameter WORD_LENGTH = 32,
	parameter NUM_REGISTERS = 32,
	parameter READ_REGISTER_LENGTH = CeilLog(NUM_REGISTERS),
	parameter CONTROL_WORD_LENGTH = CeilLog(WORD_LENGTH)
)
(
	input [READ_REGISTER_LENGTH-1:0]read_register_1,
	input [READ_REGISTER_LENGTH-1:0]read_register_2,
	input [CONTROL_WORD_LENGTH-1:0]write_register,
	input [WORD_LENGTH-1:0] write_data,
	input write, clk, reset,
	output [WORD_LENGTH-1:0] read_data_1,
	output [WORD_LENGTH-1:0] read_data_2
);
reg [NUM_REGISTERS-1:0] write_select_reg;
wire [WORD_LENGTH-1:0] output_reg [NUM_REGISTERS-1:0];
reg [WORD_LENGTH-1:0] reg_read_data_1;
reg [WORD_LENGTH-1:0] reg_read_data_2;
Register
#(
	.WORD_LENGTH(WORD_LENGTH)
)
RegisterUnit
(
	.clk(clk),
	.reset(reset),
	.Data_Input({WORD_LENGTH{1'b0}}),
	.enable(1'b1),
	.Data_Output(output_reg[0])
	);
integer j;
genvar i;
generate
	for (i = 1; i < NUM_REGISTERS; i = i+1) begin: register_inst 
	Register
	#(
		.WORD_LENGTH(WORD_LENGTH)
	)
	RegisterUnit
	(
		.clk(clk),
		.reset(reset),
		.Data_Input(write_data),
		.enable(write_select_reg[i]),
		.Data_Output(output_reg[i])
	);
	end
endgenerate
always @(read_register_1) begin
	case(read_register_1)
		0: reg_read_data_1 = output_reg[0];
		1: reg_read_data_1 = output_reg[1];
		2: reg_read_data_1 = output_reg[2] ;
		3: reg_read_data_1 = output_reg[3] ;
		4: reg_read_data_1 = output_reg[4] ;
		5: reg_read_data_1 = output_reg[5] ;
		6: reg_read_data_1 = output_reg[6] ;
		7: reg_read_data_1 = output_reg[7] ;
		8: reg_read_data_1 = output_reg[8] ;
		9: reg_read_data_1 = output_reg[9] ;
		10: reg_read_data_1 = output_reg[10] ;
		11: reg_read_data_1 = output_reg[11] ;
		12: reg_read_data_1 = output_reg[12] ;
		13: reg_read_data_1 = output_reg[13] ;
		14: reg_read_data_1 = output_reg[14] ;
		15: reg_read_data_1 = output_reg[15] ;
		16: reg_read_data_1 = output_reg[16] ;
		17: reg_read_data_1 = output_reg[17] ;
		18: reg_read_data_1 = output_reg[18] ;
		19: reg_read_data_1 = output_reg[19] ;
		20: reg_read_data_1 = output_reg[20] ;
		21: reg_read_data_1 = output_reg[21] ;
		22: reg_read_data_1 = output_reg[22] ;
		23: reg_read_data_1 = output_reg[23] ;
		24: reg_read_data_1 = output_reg[24] ;
		25: reg_read_data_1 = output_reg[25] ;
		26: reg_read_data_1 = output_reg[26] ;
		27: reg_read_data_1 = output_reg[27] ;
		28: reg_read_data_1 = output_reg[28] ;
		29: reg_read_data_1 = output_reg[29] ;
		30: reg_read_data_1 = output_reg[30] ;
		31: reg_read_data_1 = output_reg[31] ;	
	endcase
end
always @(read_register_2) begin
	case(read_register_2)
		0: reg_read_data_2= output_reg[0];
		1: reg_read_data_2= output_reg[1];
		2: reg_read_data_2= output_reg[2] ;
		3: reg_read_data_2= output_reg[3] ;
		4: reg_read_data_2= output_reg[4] ;
		5: reg_read_data_2= output_reg[5] ;
		6: reg_read_data_2= output_reg[6] ;
		7: reg_read_data_2= output_reg[7] ;
		8: reg_read_data_2= output_reg[8] ;
		9: reg_read_data_2= output_reg[9] ;
		10: reg_read_data_2= output_reg[10] ;
		11: reg_read_data_2= output_reg[11] ;
		12: reg_read_data_2= output_reg[12] ;
		13: reg_read_data_2= output_reg[13] ;
		14: reg_read_data_2= output_reg[14] ;
		15: reg_read_data_2= output_reg[15] ;
		16: reg_read_data_2= output_reg[16] ;
		17: reg_read_data_2= output_reg[17] ;
		18: reg_read_data_2= output_reg[18] ;
		19: reg_read_data_2= output_reg[19] ;
		20: reg_read_data_2= output_reg[20] ;
		21: reg_read_data_2= output_reg[21] ;
		22: reg_read_data_2= output_reg[22] ;
		23: reg_read_data_2= output_reg[23] ;
		24: reg_read_data_2= output_reg[24] ;
		25: reg_read_data_2= output_reg[25] ;
		26: reg_read_data_2= output_reg[26] ;
		27: reg_read_data_2= output_reg[27] ;
		28: reg_read_data_2= output_reg[28] ;
		29: reg_read_data_2= output_reg[29] ;
		30: reg_read_data_2= output_reg[30] ;
		31: reg_read_data_2= output_reg[31] ;		
	endcase
end
always @(write_register, write) begin
			for (j=0; j<NUM_REGISTERS;j=j+1)
				if ((j == write_register) & (write)) write_select_reg[j] = 1'b1;
				else write_select_reg [j] = 1'b0;			
end 
assign read_data_1 = reg_read_data_1;
assign read_data_2 = reg_read_data_2;
     function integer CeilLog;
       input integer data;
       integer i,result;
       begin
          for(i=0; 2**i < data; i=i+1)
             result = i + 1;
          CeilLog = result;
       end
    endfunction
endmodule
==> flow/run.sh <==
#!/bin/bash
# OpenROAD 26Q1-2900-gdf79404cd8, Yosys 0.63+post, stock flow scripts
make -C /OpenROAD-flow-scripts/flow DESIGN_CONFIG=/design/flow/config.mk WORK_HOME=/design/flow/orfs finish
==> flow/config.mk <==
export PLATFORM = sky130hd
export DESIGN_NAME = RegisterFile
export DESIGN_NICKNAME = RegisterFile
export VERILOG_FILES = /design/flow/design.v
export SDC_FILE = /design/flow/constraint.sdc
export NUM_CORES = 4
export LEC_CHECK = 1
export CORE_UTILIZATION = 50
==> flow/constraint.sdc <==
current_design RegisterFile

set clk_period 7.0
set clk_io_pct 0.2

create_clock -name clk0 -period $clk_period [get_ports {clk}]

set non_clock_inputs [all_inputs -no_clocks]
set_input_delay [expr $clk_period * $clk_io_pct] -clock clk0 $non_clock_inputs
set_output_delay [expr $clk_period * $clk_io_pct] -clock clk0 [all_outputs]
==> flow_summary.ini <==
; implementation run metrics
[synth]
ys_area_um2 = 50100
yosys_warnings = 2
synth.most_common_cell = nand2_1
largest_area_cell = dfxtp_1
synth_cell_types = 67
async_flop_share_pct = 0
top_cell_area_share_pct = 39.6
common_cells = 2086 x nand2_1, 992 x dfxtp_1, 977 x a21boi_0, 568 x a22oi_1, 566 x clkbuf_1
edf_count = 0
ys.flops = 992
synth-main-ff-cell = dfxtp_1
syn_avg_cell_area_um2 = 7.79
yosys_cells = 6433
mappedNetlistArea_um2 = 50100
syn-instance-count = 6433
postSynthSeqShare_pct = 39.6
topCellsByArea = dfxtp_1 40%, nand2_1 16%, a21boi_0 15%

[status]
status = complete, no violations

[timing]
setup-tns-final_ps = 0
finalHoldViolCount = 0
post-route-period-util_pct = 99.0
drv_slew = 0
fin_skew_ps = 0
rsz0062_at_grt = no
worstMarginPinSlew_ps = 1400
period_needed_ps = 6930
slew_headroom_pct = 6.30
max_freq_ghz = 0.144
setup_viol = 0

[global_routing]
antenna_found_initial = 32
gr-total-overflow = 0
grt_pass1_wl_um = 419000
grt_pass1_vias = 51739
grt_max_degree = 199
grt_usage_pct = 62.6

[finish]
final_util_pct = 58.1
largest_register_ffs = 992
area_growth_pct = 14.6
drive_above_1_share_pct = 10.6

[clock_tree]
postCtsSetupRepairBufs = 0
cts_num_sinks = 992
cts_max_path_buffers = 3
clkLatencyLatePin_ps = 740
postCtsResizedCells = 0
cts-hold-fix-buffers = 0
numCtsBuffers = 107
htreeDepth = 3
cts-root-buf = clkbuf_16
cts_tree = built
clk_pin_slew_ps = 60

[job]
warnings = 37
maxCapViolations = 0

[critical_path]
max_stage_delay_ps = 1060
path_cells = clkdlybuf4s50_1, buf_4, nor3b_2, and2_2, buf_12, a22oi_1, and4_1, nand4_1, clkdlybuf4s50_1
crit_path_start_kind = input pin
path_delay_family = simple AND/OR/NAND/NOR gates
path_common_cell = clkdlybuf4s50_1
path_buffers = 4
crit_type = in2out
arrival_ps = 5530
critPathSlowestCell = nor3b_2
path_max_fanout = 26
cp.required_ps = 5600
end_kind = output pin

[detailed_routing]
post_drt_wl_per_cell_um = 40.6
drc = 0
drt_pass1_iterations = 10
wl_um = 315000
vias_per_cell = 7.44
initialDrtViolationCount = 8953
antenna_left = 0
vias = 57624

[floorplan]
initCoreUtil_pct = 50.7
fp-row-count = 115
chip_area_um2 = 101000
die_h_um = 319
coreArea_um2 = 98900
pin_count = 114
die-width_um = 319

[place]
gp_congestion = 1.16
numPortBuffers = 113
dp_hpwl_um = 188000

[pwr]
p_total_w = 0.0129
switching_share_pct = 26.8
combPwrFrac_pct = 7.6
p_leak_nw = 19.6
p_per_area_nw_per_um2 = 225
ir_worst_vdd_mv = 0.192
p_switching_w = 0.00346
clock_power_share_pct = 48.0
seq_power_share_pct = 44.4
p_int_w = 0.00944

[min_path]
hold_class = reg2reg
-- worst register-to-register path, stage by stage, from the launching register on --
cell and delay [ps]:
dfxtp_1 540, nand2_1 90, a21boi_0 160
-- layer usage --
metal / up-vias / GRT usage (%) / wire, um
met5: - / 11.8 / 1300
met4: 52 / 43.0 / 30500
met3: 1933 / 46.8 / 63400
met2: 6041 / 75.6 / 113000
met1: 27066 / 75.2 / 106000
li1: 22532 / - / -
-- kinds of logic after synthesis --
group	share of synthesized area [%]
AND-OR/OR-AND	28.3
buffers and inverters	5.26
flip-flops	39.6
multiplexers	2.18
AND/OR/NAND/NOR	24.6
-- stage by stage --
| step | area [um^2] | setup slack, ps | instances | hold slack (ps) |
|---|---|---|---|---|
| 2_1_floorplan | 50100 | 2550 | 6433 | 444 |
| 3_3_place_gp | 53500 | 500 | 7491 | 459 |
| 3_5_place_dp | 53500 | 420 | 7491 | 465 |
| 4_1_cts | 57300 | 439 | 7692 | 474 |
| 5_1_grt | 57300 | 299 | 7700 | 489 |
| 6_report | 57400 | 67.2 | 7744 | 473 |
-- power by group through the flow --
stage / logic [W] / registers [W] / clock network, W
6_report: 0.000982 / 0.00573 / 0.00619
4_1_cts: 0.000885 / 0.00573 / 0.00612
5_1_grt: 0.000939 / 0.00573 / 0.00635
-- path summary, 6_finish.rpt --
check	slack (ps)	to	from	depth (start not counted)
hold / removal	470	register_inst[2].RegisterUnit.Data_reg[6]	register_inst[2].RegisterUnit.Data_reg[6]	2
hold reg to reg	470	register_inst[2].RegisterUnit.Data_reg[6]	register_inst[2].RegisterUnit.Data_reg[6]	2
setup / recovery	70	read_data_1[16]	read_register_1[3]	9
setup reg to reg	6150	register_inst[7].RegisterUnit.Data_reg[31]	register_inst[7].RegisterUnit.Data_reg[31]	2
-- layout make-up --
type,count,area [um^2]
timing repair buffer,420,3790
tap,1287,1610
clock inverter,61,733
inverter,8,30.0
clock buffer,140,3040
sequential,992,19900
fill,8938,41500
antenna,52,130
multi-input combinational,4784,28200
-- cell usage in the layout (no fill, tap or decap), types with 30 or more instances in the layout --
cell / instances
or4_1: 53
dfxtp_1: 992
clkdlybuf4s50_1: 107
nor2_4: 38
and3_1: 253
nand3_1: 97
nand2_2: 30
buf_4: 279
clkbuf_16: 107
nor2_1: 41
diode_2: 52
a22oi_1: 568
nand2_1: 2056
mux2i_1: 82
a2111oi_0: 54
a21oi_1: 48
a21boi_0: 977
nand4_1: 125
Power and IR drop assume default switching activity.
